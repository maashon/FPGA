===== ./run.sh =====
#!/bin/bash
# OpenROAD 26Q1-2900-gdf79404cd8, Yosys 0.63+post, stock flow scripts
make -C /OpenROAD-flow-scripts/flow DESIGN_CONFIG=/design/flow/config.mk WORK_HOME=/design/flow/orfs finish

===== ./constraint.sdc =====
current_design ALU

set clk_period 10.2
set clk_io_pct 0.2

create_clock -name clk0 -period $clk_period

set non_clock_inputs [all_inputs -no_clocks]
set_input_delay [expr $clk_period * $clk_io_pct] -clock clk0 $non_clock_inputs
set_output_delay [expr $clk_period * $clk_io_pct] -clock clk0 [all_outputs]

===== ./design.v =====
`timescale 1ns / 1ps
module ALU(a,b,opcode,ei,eo,inc,out);
input ei;
output eo,inc;
input [15:0] a,b;
input [2:0] opcode;
output [15:0] out;
reg [15:0] dout;
always @*
case(opcode)
0:dout<=a+b;
1:dout<=a-b;
2:dout<=a+1;
3:dout<=a-1;
4:dout<=a&b;
5:dout<=a|b;
6:dout<=a^b;
7:dout<=~a;
endcase
assign out=dout[15:0];
assign eo = (opcode==4'b0100) ? a[0] : 
					 (opcode==4'b0101) ? a[15] : 
					 (opcode==4'b1000) ? 0 :
					 (opcode==4'b1001) ? ~ei : dout[15];
assign inc = (opcode==4'b1010) ? ~a[15] :
					  (opcode==4'b1011) ? a[15] :
					  ((opcode==4'b1100) && (a==0)) ? 1'b1 :
					  (opcode==4'b1101) ? ~ei : 0;
endmodule

===== ./config.mk =====
export PLATFORM = sky130hd
export DESIGN_NAME = ALU
export DESIGN_NICKNAME = ALU
export VERILOG_FILES = /design/flow/design.v
export SDC_FILE = /design/flow/constraint.sdc
export NUM_CORES = 4
export LEC_CHECK = 1
export CORE_UTILIZATION = 40

==> deck_impl_summary.md <==
Implementation Results

Floorplan
  • Chip width: 80.92 µm
  • Num ports: 54
  • Initial Utilization: 41.83%
  • FP Rows: 28
  • Core area: 5956 µm²
  • Die ar.: 6547 µm²
  • Die Span Y: 80.92 µm

Power and ir drop
  • Net Switching: 0.07710 mW
  • Clock Power Share: 0%
  • PD cells: 53.26 nW/µm²
  • Register share of total power: 0%
  • Combinational share of power: 100.0%
  • Worst VDD drop: 23.67 µV
  • Leak: 1.342 nW
  • Cell Int Power: 0.08442 mW
  • Sw Share: 47.73%

CTS
  • Setup Buffers After CTS: 0
  • Post-CTS Resized: 0
  • Post-CTS Hold Fix Bufs: 0

Logic synthesis
  • Synth warn: 1
  • Synth Seq Share: 0%
  • Most frequent cell after synthesis: inv_1
  • Cell Type Count: 55
  • Yosys top cell by area: ha_1
  • Post-Syn Area: 2491 µm²
  • Top cells by count, synth: 50 x inv_1, 48 x ha_1, 34 x nand2_1, 34 x o21ai_0, 26 x a21oi_1
  • Yosys stat cell total: 357
  • Yosys stat chip area: 2491 µm²
  • Synth Area per Inst: 6.978 µm²
  • Top cells by area: ha_1 24%, mux4_2 9.0%, inv_1 7.5%
  • Cells after Synth: 357
  • Area leader share: 24.11%

Cells and area
  • Layout cells sized above 1: 5.779%
  • Clock buf count: 0
  • Design Area, Final: 3033 µm²
  • Flip-flops: 0
  • Register area: 0 µm²
  • Area growth from synthesis to layout: 21.75%
  • Final cell utilization of the core: 50.92%
  • Fill cells: 622
  • Comb area: 2201 µm²

Drt
  • Met3 Wirelength: 227 µm
  • Met1 wire length: 3437 µm
  • Ant. Diodes: 0
  • Post-route DRC: 0
  • DRT iter0 DRCs: 129
  • WL met2: 2958 µm
  • Via Count: 2624
  • Max layer used: met4
  • Routed len/inst: 14.12 µm
  • DRT Pass-1 Iters: 4
  • ANT nets after route: 0
  • Total Wirelength: 6680 µm
  • Vias/cell: 5.548

Job
  • Max cap viols: 0
  • Tool Warnings: 49

Final timing
  • Endpoints failing setup: 0
  • Unrepaired setup endpoints after global routing: false
  • Fin crit share: 82.87%
  • Tmin final: 8.453 ns
  • Setup TNS: 0 ns
  • Slew Limit Headroom: 51.28%
  • Final hold vios: 0
  • Max Slew Vio Count: 0
  • Highest clock rate: 0.1183 GHz
  • Worst Max-Slew Pin Slew: 0.7124 ns

Worst hold path
  • Hold_sp: a[0]
  • Hold-critical path endpoint: out[0]
  • Type of the most critical hold path: in2out
  • Cells on Worst Hold Path: 5

Worst setup path
  • Critical Path RT: 8.16 ns
  • Critical path endpoint category: output pin
  • Crit path DAT: 6.41 ns
  • Startpoint Class: primary input
  • Largest fanout on the critical path: 7
  • Setup CP Type: in2out

Global route
  • Vias in the first global route: 2306
  • First-pass GRT wire length: 10950 µm
  • Initial antenna violation count: 0
  • GRT Residual Overflow: 0
  • Global-route usage over all layers: 21.71%
  • Largest net degree at the start of global routing: 42

Placement
  • Gpl congestion: 0.8667
  • Final HPWL DP: 5293 µm
  • Post-Place Cell Area: 3033 µm²
  • Port Buffers: 52

Status
  • Status: completed
[critical path: stages]
cell,delay [ns]
clkdlybuf4s50_1,0.53
nor3_1,0.51
nand3_1,0.19
nor3_1,0.38
nand3_1,0.15
mux2_2,0.28
o22a_1,0.19
ha_1,0.38
nand4_1,0.18
a2111oi_0,0.69
nor4_1,0.12
o31ai_1,0.25
clkdlybuf4s50_1,0.50
[how the worst max path moves through the flow]
stage	from	to	slack [ns]	depth (start not counted)
final	b[3]	out[14]	1.75	13
after global routing	opcode[2]	out[13]	1.37	14
after CTS	b[3]	out[14]	1.74	13
[routing by layer]
metal / global-route usage, % / up-vias
met1: 33.41 / 1175
met2: 35.55 / 59
li1: - / 1384
met4: 2.500 / 0
met3: 0 / 6
met5: 0 / -
[cells by family (layout without fill, tap and decap cells)]
| kind of cell | Yosys count | in the layout | synth area share [%] |
|---|---|---|---|
| buffers and inverters | 65 | 106 | 11.65 |
| adders and majority gates | 49 | 49 | 24.91 |
| and+or+nand+nor | 108 | 108 | 21.25 |
| muxes | 14 | 14 | 10.70 |
| AOI/OAI and AO/OA | 116 | 116 | 29.93 |
| xor gates and xnor gates | 4 | 4 | 1.407 |
| other | 1 | 1 | 0.1505 |
[through the flow]
step / worst slack (ns) / power [mW] / cells / hold slack, ns
final: 1.747 / 0.1615 / 473 / 5.216
after global routing: 1.373 / 0.1828 / 473 / 5.299
after CTS: 1.738 / 0.1627 / 473 / 5.232
after floorplan: 3.373 / 0.09858 / 357 / 4.247
after global placement: 1.787 / 0.1607 / 473 / 5.234
after detailed placement: 1.743 / 0.1617 / 473 / 5.236
[layout make-up]
class              instances  share of cell area [%]
multi-input cells        292                   72.57
repair buffers            56                   18.15
well taps                 75                   3.094
inverters                 50                   6.188
[power by group through the flow]
stage | combinational [mW] | sequential [mW] | clock (mW)
4_1_cts | 0.163 | 0 | 0
5_1_grt | 0.183 | 0 | 0
6_report | 0.162 | 0 | 0
[cell usage in the layout, fill, tap and decap left out, types with 3 or more instances in the layout]
cell type	count
a211oi_1	6
a21oi_1	26
buf_4	4
clkdlybuf4s50_1	52
ha_1	48
inv_1	50
mux2i_1	3
mux4_2	10
nand2_1	34
nand2b_1	7
nand3_1	11
nor2_1	24
nor2b_1	5
nor3_1	7
nor4_1	3
o211ai_1	10
o21a_1	5
o21ai_0	34
o31ai_1	11
xnor2_1	3
Power is estimated from default activity; no workload was simulated.
