===== run.sh =====
#!/bin/bash
# OpenROAD 26Q1-2900-gdf79404cd8, Yosys 0.63+post, stock flow scripts
make -C /OpenROAD-flow-scripts/flow DESIGN_CONFIG=/design/flow/config.mk WORK_HOME=/design/flow/orfs finish

===== config.mk =====
export PLATFORM = sky130hd
export DESIGN_NAME = alu
export DESIGN_NICKNAME = alu
export VERILOG_FILES = /design/flow/design.v
export SDC_FILE = /design/flow/constraint.sdc
export NUM_CORES = 4
export LEC_CHECK = 1
export CORE_AREA = 10 10 101 101
export DIE_AREA = 0 0 111 111

===== constraint.sdc =====
current_design alu

set clk_period 14.3
set clk_io_pct 0.2

create_clock -name clk0 -period $clk_period

set non_clock_inputs [all_inputs -no_clocks]
set_input_delay [expr $clk_period * $clk_io_pct] -clock clk0 $non_clock_inputs
set_output_delay [expr $clk_period * $clk_io_pct] -clock clk0 [all_outputs]

===== design.v =====
`timescale 1ns / 1ps
module alu(a,b,opcode,out);
input [15:0] a,b;
input [2:0] opcode;
output [15:0] out;
reg [15:0] out=0;
always @(a,b,opcode)begin
case(opcode)
0:out<=a+b;
1:out<=a-b;
2:out<=a+1;
3:out<=a-1;
4:out<=a&b;
5:out<=a|b;
6:out<=a^b;
7:out<=~a;
endcase
end
endmodule

==> flow_summary.json <==
{
  "grt_pass1_wl_um": 12560,
  "drtAntennaViolNets": 0,
  "n_fill_cell": 855,
  "pwr-share-seq": 0,
  "synth.distinct_cells": 62,
  "ys_top_cells_by_area": "ha_1 23%, inv_1 7.5%, o21ai_0 7.2%",
  "syn_area_um2": 2567,
  "post-route-drc-count": 0,
  "crit_fanout": 48,
  "ys_warn_count": 1,
  "busiest_layer": "met2",
  "grt_max_degree": 49,
  "synth_dominant_cell_count": "inv_1",
  "common_cells": "51 x inv_1, 48 x ha_1, 37 x o21ai_0",
  "ys_seq_share": 0,
  "setup_viol": 0,
  "gp_congestion": 0.9318,
  "grtUsageMet1": 0.1689,
  "grt_overflow": 0,
  "relSlewSlack": 0.6184,
  "critPathLaunchType": "input pin",
  "drt_iter0_markers": 165,
  "wl_per_cell_um": 14.30,
  "n_clock_buffer": 0,
  "nFlopsAndLatches": 0,
  "placed_cell_area_um2": 3162,
  "fmax_mhz": 104.4,
  "comb_power_share": 1.000,
  "power_frac_clock": 0,
  "finalClockPeriodUsage": 0.6701,
  "place_ws_ns": 4.705,
  "fin_ws_ns": 4.718,
  "routed_via_density": 5.289,
  "fin_area_um2": 3162,
  "tightest_slew_ns": 0.5718,
  "critPathRequiredTime_ns": 11.44,
  "tool_warnings": 48,
  "p_int_uw": 61.54,
  "ctsResizeCount": 0,
  "fin_tns_setup_ns": 0,
  "holdBufCountCts": 0,
  "dieWidth_um": 111,
  "switching_power_uw": 62.00,
  "synthToLayoutAreaGrowth_pct": 23.15,
  "crit_type": "input pin to primary output",
  "cts_setup_buffers": 0,
  "p_leak_nw": 1.398,
  "ys_cells": 373,
  "hold_violations": 0,
  "synthCells": 373,
  "irDropWorstVdd_v": 0.00001364,
  "rsz0062_at_grt": "no",
  "ys_area_um2": 2567,
  "fp_util": 0.3156,
  "cp-end-kind": "primary output",
  "hpwl_um": 6019,
  "die_h_um": 111,
  "rows": 33,
  "antenna_cells": 0,
  "wirelength_um": 7377,
  "drv_cap": 0,
  "drv_slew": 0,
  "grt_use_met3": 0.006568,
  "coreArea_um2": 8134,
  "grtUsageMet2": 0.1918,
  "hold_ws_ns": 6.874,
  "min_period_ns": 9.582,
  "gr-usage-all-layers": 0.1158,
  "status": "finished clean",
  "seq_area_um2": 0,
  "p_sw_frac": 0.5018,
  "port_buffers": 51,
  "yosysTopAreaCell": "ha_1",
  "vias": 2729,
  "power.density_nw_per_um2": 39.07,
  "holdCritPathClass": "input pin to primary output",
  "ios": 51,
  "grt_pass1_vias": 2619,
  "avgSynthCellArea_um2": 6.883,
  "antenna_found_initial": 0,
  "layout-drive-gt1-share": 0.07056,
  "critPathArrivalTime_ns": 6.72,
  "die-area_um2": 12320,
  "firstDrtPassIters": 4,
  "top_cell_area_share": 0.2339
}
## through the flow
stage                     cells  utilization  total power [mW]
final                       516       0.3887            0.1235
after global routing        516       0.3887            0.1399
after CTS                   516       0.3887            0.1248
after detailed placement    516       0.3887            0.1240
after global placement      516       0.3887            0.1232
after floorplan             373            -           0.07504
## metal layers
layer,up-vias,part of all wire
met5,-,0
met4,0,0.0057
met3,6,0.036
met2,60,0.46
met1,1237,0.50
li1,1426,-
## logic make-up (layout without fill, tap and decap cells)
kind of cell	after synthesis	in the layout	share of synthesized area
and+or+nand+nor	111	111	0.2139
muxes	9	9	0.07602
buffers and inverters	69	107	0.1062
adders and majority gates	49	49	0.2417
AOI/OAI and AO/OA	125	125	0.3280
xor gates and xnor gates	10	10	0.03412
## worst max-delay path: stages
cell and delay (ns):
clkdlybuf4s50_1 0.45, buf_4 0.41, nor2b_1 0.27, buf_4 0.27
a21oi_1 0.08, or2_2 0.28, a21oi_1 0.15, ha_1 0.29
and3_1 0.20, a221oi_1 0.31, o21bai_1 0.11, or3_1 0.36
o211ai_2 0.17, clkdlybuf4s50_1 0.49
## path summary, 6_finish.rpt
kind / startpoint / endpoint / slack [ns] / cells past startpoint
setup / recovery: opcode[0] / out[15] / 4.72 / 14
hold / removal: a[0] / out[0] / 6.87 / 5
## cell usage in the layout (no fill, tap or decap), types with 3 or more instances in the layout
master / netlist / final
a211oi_1: 9 / 9
a21o_1: 5 / 5
a21oi_1: 29 / 29
a32oi_1: 4 / 4
and2_1: 3 / 3
and3_1: 3 / 3
buf_4: 1 / 4
clkdlybuf4s50_1: 0 / 51
ha_1: 48 / 48
inv_1: 51 / 51
mux4_2: 8 / 8
nand2_1: 36 / 36
nand2b_1: 4 / 4
nand3_1: 9 / 9
nor2_1: 30 / 30
nor3_1: 6 / 6
o211ai_1: 9 / 9
o21a_1: 3 / 3
o21ai_0: 37 / 37
o21bai_1: 3 / 3
o31ai_1: 3 / 3
or2_2: 4 / 4
xnor2_1: 7 / 7
xor2_1: 3 / 3
## power by group through the flow
stage                 logic, mW  registers (mW)  clock network (mW)
after global routing      0.140               0                   0
after CTS                 0.125               0                   0
final                     0.124               0                   0
## area by class of cell
class	count	area (um^2)	share of cell area
inverters	52	195.2	0.06173
multi-input cells	304	2295	0.7258
well taps	105	131.4	0.04155
repair buffers	55	540.5	0.1710
Power figures rest on the tool's default switching activity, not on a simulated workload.
